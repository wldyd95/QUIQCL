==> flow/config.mk <==
export PLATFORM = sky130hd
export DESIGN_NAME = string_reader
export DESIGN_NICKNAME = string_reader
export VERILOG_FILES = /design/flow/design.v
export SDC_FILE = /design/flow/constraint.sdc
export NUM_CORES = 4
export LEC_CHECK = 1
export CORE_UTILIZATION = 40
==> flow/constraint.sdc <==
current_design string_reader

set clk_period 64.6
set clk_io_pct 0.2

create_clock -name clk0 -period $clk_period [get_ports {clk}]

set non_clock_inputs [all_inputs -no_clocks]
set_input_delay [expr $clk_period * $clk_io_pct] -clock clk0 $non_clock_inputs
set_output_delay [expr $clk_period * $clk_io_pct] -clock clk0 [all_outputs]
==> flow/design.v <==
`timescale 1ns / 1ps
module string_reader
	#(
	parameter RX_STRING_COUNT_BIT = 5,
	parameter RX_STRING_MAX_LENGTH = 32,
	parameter RX_STRING_MAX_BIT_LENGTH = RX_STRING_MAX_LENGTH * 8,
	parameter RX_NUMBER_MAX_BIT_LENGTH = RX_STRING_MAX_LENGTH * 4,
	parameter ClkFreq = 50000000,	
	parameter BaudRate = 57600
	) 
	(
	input clk,
	input Uart_RXD,
	output reg	                              RXStringReady,
	output reg [RX_STRING_MAX_BIT_LENGTH-1:0] RXString,
	output reg [RX_NUMBER_MAX_BIT_LENGTH-1:0] RXNumber,
	output reg [RX_STRING_COUNT_BIT-1:0] 		RXStringLen,
	output reg                                RX_FLAG_Number
	 );
	wire usb_ready ;
	wire [7:0] usb_data ;
    wire usb_endofpacket; 
    wire usb_idle;
	async_receiver RXUSB(.clk(clk), .RxD(Uart_RXD), .RxD_data_ready(usb_ready), .RxD_data(usb_data), .RxD_endofpacket(usb_endofpacket), .RxD_idle(usb_idle));
	defparam RXUSB.ClkFrequency = ClkFreq;
	defparam RXUSB.Baud         = BaudRate;
	wire [3:0] hex_output;
	wire hex_error;
	ascii2hex ASCII2HEX(.ascii_input(usb_data), .hex_output(hex_output), .error(hex_error));
	reg [7:0] one_char;
	reg [3:0] one_hex;
	reg 		 one_error;
	reg [3-1:0] state;
	parameter IDLE 		= 3'b000;
	parameter STARTED		= 3'b001;
	parameter ANALYZE		= 3'b010;
	parameter NEW_CHAR 	= 3'b011;
	parameter FINISHED	= 3'b100;
	initial begin
		RXStringReady 	<= 0;
		RXString 		<= 0;
		RXStringLen 	<= 0;
		RXNumber 		<= 0;
		RX_FLAG_Number <= 1;
		state <= IDLE;
	end
	always @ (posedge clk) begin
		case (state)
			IDLE: begin
				RXStringReady 	<= 0;
				if (usb_ready) begin
					RXString 		<= 0;
					RXStringLen 	<= 0;
					RXNumber 		<= 0;
					RX_FLAG_Number <= 1;
					one_char <= usb_data;
					one_hex <= hex_output;
					one_error <= hex_error;
					state <= ANALYZE;
				end
			end
			STARTED: begin
				if (usb_ready) begin
					one_char <= usb_data;
					one_hex <= hex_output;
					one_error <= hex_error;
					state <= ANALYZE;
				end
			end
			ANALYZE: begin
				if (one_char[7:0] == 8'hA)   
					state <= FINISHED;
				else if (one_char[7:0] == 8'hD)   
					state <= STARTED;
				else
					state <= NEW_CHAR;
			end
			NEW_CHAR: begin
				RXString <= {RXString[RX_STRING_MAX_BIT_LENGTH-1-8:0], one_char};
				RXStringLen <= RXStringLen + 4'b1;
				RXNumber <= {RXNumber[RX_NUMBER_MAX_BIT_LENGTH-1-4:0], one_hex};
				if (one_error)
					RX_FLAG_Number <= 0;
				state <= STARTED;
			end
			FINISHED: begin
				RXStringReady <= 1'b1;
				state <= IDLE;
			end
		endcase
	end
endmodule
`timescale 1ns / 1ps
module ascii2hex(
    input [7:0] ascii_input,
    output [3:0] hex_output,
	 output error
    );
	wire [3:0] hex_data;
	assign hex_data = ((ascii_input >= "0") & (ascii_input <= "9"))? ascii_input - "0" :
								( 
									(ascii_input >= "A" & ascii_input <= "F") ? ascii_input - "A" + 8'hA :
									( 
										(ascii_input >= "a" & ascii_input <= "f") ? ascii_input - "a" + 8'hA : 4'h0
									)
								);
	assign hex_output = hex_data;
	assign error = (ascii_input < "0") | ((ascii_input > "9") & (ascii_input < "A")) | 
						((ascii_input > "F") & (ascii_input < "a")) | (ascii_input > "f");
endmodule
module async_receiver(clk, RxD, RxD_data_ready, RxD_data, RxD_endofpacket, RxD_idle);
input clk, RxD;
output RxD_data_ready;   
output [7:0] RxD_data;
parameter ClkFrequency = 100000000;  
parameter Baud = 460800;
output RxD_endofpacket;   
output RxD_idle;   
parameter Baud8 = Baud*8;
parameter Baud8GeneratorAccWidth = 16;
wire [Baud8GeneratorAccWidth:0] Baud8GeneratorInc = ((Baud8<<(Baud8GeneratorAccWidth-7))+(ClkFrequency>>8))/(ClkFrequency>>7);
reg [Baud8GeneratorAccWidth:0] Baud8GeneratorAcc;
always @(posedge clk) Baud8GeneratorAcc <= Baud8GeneratorAcc[Baud8GeneratorAccWidth-1:0] + Baud8GeneratorInc;
wire Baud8Tick = Baud8GeneratorAcc[Baud8GeneratorAccWidth];
reg [1:0] RxD_sync_inv;
always @(posedge clk) if(Baud8Tick) RxD_sync_inv <= {RxD_sync_inv[0], ~RxD};
reg [1:0] RxD_cnt_inv;
reg RxD_bit_inv;
always @(posedge clk)
if(Baud8Tick)
begin
	if( RxD_sync_inv[1] && RxD_cnt_inv!=2'b11) RxD_cnt_inv <= RxD_cnt_inv + 2'h1;
	else 
	if(~RxD_sync_inv[1] && RxD_cnt_inv!=2'b00) RxD_cnt_inv <= RxD_cnt_inv - 2'h1;
	if(RxD_cnt_inv==2'b00) RxD_bit_inv <= 1'b0;
	else
	if(RxD_cnt_inv==2'b11) RxD_bit_inv <= 1'b1;
end
reg [3:0] state;
reg [3:0] bit_spacing;
wire next_bit = (bit_spacing==4'd10);
always @(posedge clk)
if(state==0)
	bit_spacing <= 4'b0000;
else
if(Baud8Tick)
	bit_spacing <= {bit_spacing[2:0] + 4'b0001} | {bit_spacing[3], 3'b000};
always @(posedge clk)
if(Baud8Tick)
case(state)
	4'b0000: if(RxD_bit_inv) state <= 4'b1000;   
	4'b1000: if(next_bit) state <= 4'b1001;   
	4'b1001: if(next_bit) state <= 4'b1010;   
	4'b1010: if(next_bit) state <= 4'b1011;   
	4'b1011: if(next_bit) state <= 4'b1100;   
	4'b1100: if(next_bit) state <= 4'b1101;   
	4'b1101: if(next_bit) state <= 4'b1110;   
	4'b1110: if(next_bit) state <= 4'b1111;   
	4'b1111: if(next_bit) state <= 4'b0001;   
	4'b0001: if(next_bit) state <= 4'b0000;   
	default: state <= 4'b0000;
endcase
reg [7:0] RxD_data;
always @(posedge clk)
if(Baud8Tick && next_bit && state[3]) RxD_data <= {~RxD_bit_inv, RxD_data[7:1]};
reg RxD_data_ready, RxD_data_error;
always @(posedge clk)
begin
	RxD_data_ready <= (Baud8Tick && next_bit && state==4'b0001 && ~RxD_bit_inv);   
	RxD_data_error <= (Baud8Tick && next_bit && state==4'b0001 &&  RxD_bit_inv);   
end
reg [4:0] gap_count;
always @(posedge clk) if (state!=0) gap_count<=5'h00; else if(Baud8Tick & ~gap_count[4]) gap_count <= gap_count + 5'h01;
assign RxD_idle = gap_count[4];
reg RxD_endofpacket; always @(posedge clk) RxD_endofpacket <= Baud8Tick & (gap_count==5'h0F);
endmodule
==> flow/run.sh <==
#!/bin/bash
# OpenROAD 26Q1-2900-gdf79404cd8, Yosys 0.63+post, stock flow scripts
make -C /OpenROAD-flow-scripts/flow DESIGN_CONFIG=/design/flow/config.mk WORK_HOME=/design/flow/orfs finish
==> impl_metrics.py <==
# Generated from Yosys and OpenROAD reports
metrics = {
    "status": {
        "run_status": "finished clean",
    },
    "cts": {
        "cts_buffer_depth": 3,
        "cts.hold.buffers_added": 0,
        "clkTransAtPathRegs_ps": 60,
        "numCtsBuffers": 48,
        "clk_latency_ps": 560,
        "cts-htree-levels": 2,
        "tritoncts_clock_tree": "yes",
        "post_cts_resize_count": 0,
        "cts.root.buffer_cell": "sky130_fd_sc_hd__clkbuf_16",
        "post_cts.repair.setup_buffers": 0,
        "clock-sinks": 444,
    },
    "setup_path": {
        "critical_path_top_delay_cell": "sky130_fd_sc_hd__clkdlybuf4s50_1",
        "required_ps": 51680,
        "crit_buf_inv": 1,
        "timing.reg2reg.setup_slack_ps": 60630,
        "crit_path_cell_trace": "clkdlybuf4s50_1",
        "critical_path_class": "reg2out",
        "worstSetupEndpointType": "output pin",
        "cp_max_fo": 2,
        "timing.rr.end": "RXString[170]",
        "timing.critical_path.arrival_ps": 1540,
        "crit_family": "buffers and inverters",
        "worst_setup_path_start_kind": "flip-flop",
        "r2r-start": "state[0]",
        "critical_path.max_stage_delay_ps": 510,
        "timing.reg2reg.worst_path_depth": 7,
    },
    "power": {
        "cellPowerDensity_nw_per_um2": 25.40,
        "p_seq_share_pct": 53.7,
        "power_report.internal_total_mw": 0.4684,
        "power.clock.fraction_pct": 46.3,
        "comb_power_share_pct": 0,
        "netSwitchingFraction_pct": 18.95,
        "peakVddDrop_uv": 15.57,
        "power_leakage_nw": 8.568,
        "netSwitchingPower_mw": 0.1095,
    },
    "synthesis": {
        "post_synth_instance_area_sq_um": 16800,
        "seq_area_frac_synth_pct": 78.19,
        "cells_after_synth": 1055,
        "netlist_top_cells_area": "sky130_fd_sc_hd__edfxtp_1 (76%), sky130_fd_sc_hd__and3_1 (14%), sky130_fd_sc_hd__dfxtp_1 (2.4%)",
        "netlist.area_leader.share_pct": 75.80,
        "total_of_warnings_raised_by_yosys": 2,
        "numSynthFlops": 444,
        "post_synth_num_cell_types": 42,
        "postSynthAreaPerCell_sq_um": 15.92,
        "ys_cells": 1055,
        "ys_area_sq_um": 16800,
        "async_flop_share_pct": 0,
        "post-synth-top-area-cell": "sky130_fd_sc_hd__edfxtp_1",
        "synthFlopType": "sky130_fd_sc_hd__edfxtp_1",
        "edf_count": 424,
    },
    "timing": {
        "fin_skew_ps": 14.24,
        "layout_min_cycle_time_ps": 14460,
        "finalClockPeriodUsage_pct": 22.38,
        "slew_violations": 0,
        "final_setup_vio_count": 0,
        "timing_worst_slew_pin_value_ps": 860.4,
        "timing.final.hold_violations": 0,
        "rsz_0062_raised_after_global_routing": "false",
        "timing.max_slew.rel_slack_pct": 42.64,
        "clock.fmax_ghz": 0.06918,
        "final.setup.tns_ps": 0,
    },
    "drt": {
        "antenna_cells_inserted": 0,
        "detail_route.drc_violations": 0,
        "drt-vias-per-instance": 5.207,
        "wl_per_cell_um": 21.37,
        "antenna_violating_nets_post_route": 0,
        "first_iter_violations": 814,
        "wirelength_um": 42490,
        "number_of_vias_after_detailed_routing": 10350,
        "dr.pass1.iters": 30,
    },
    "final_layout": {
        "layout.filler_cells": 3259,
        "syn2layout_area_growth_pct": 35.44,
        "drive_gt1_share_pct": 5.838,
        "final_design_area_no_fill_sq_um": 22750,
    },
    "global_routing": {
        "wire_length_of_the_first_global_routing_pass_um": 61220,
        "grt_max_degree": 204,
        "via_count_of_the_first_global_routing_pass": 9850,
        "grt_busiest_layer": "met1",
        "met2_usage_pct": 29.33,
        "antenna_violations_before_repair": 1,
        "met3_usage_pct": 10.68,
        "met1_track_usage_gr_pct": 32.39,
        "grt_util_all_layers_pct": 20.87,
        "grt_overflow": 0,
    },
    "floorplanning": {
        "initial_core_util_pct": 40.86,
        "fp.dieArea_sq_um": 42810,
        "core-area_sq_um": 41110,
        "die_height_um": 206.9,
        "floorplan.io_pins": 393,
        "fp-row-count": 74,
        "die_width_um": 206.9,
    },
    "place": {
        "routabilityCongestion": 0.9097,
        "detailed_place_hpwl_um": 27050,
        "io_buffer_count": 392,
        "place_area_sq_um": 21220,
    },
    "worst_hold_path": {
        "min_path_type": "reg2reg",
        "holdCritStartpoint": "RXUSB.Baud8GeneratorAcc[2]",
        "timing.hold.worst_path_depth": 1,
        "worstHoldEndpoint": "RXUSB.Baud8GeneratorAcc[2]",
    },
    "flow_run": {
        "stage_log_warnings": 39,
        "cap_violations": 0,
    },
}
-- how the worst max path moves through the flow --
stage,start,end,slack [ps],cells after the start
4_1_cts,RXNumber[83],RXNumber[83],50090,1
5_1_grt,RXNumber[92],RXNumber[92],50050,1
6_report,RXNumber[92],RXNumber[92],50140,1
-- layout by cell type (no fill, tap or decap), types with 3 or more instances in the layout --
master	count
sky130_fd_sc_hd__nand2_1	14
sky130_fd_sc_hd__and2_1	5
sky130_fd_sc_hd__xnor2_1	13
sky130_fd_sc_hd__clkinvlp_4	4
sky130_fd_sc_hd__bufinv_16	5
sky130_fd_sc_hd__ha_1	9
sky130_fd_sc_hd__o21ai_0	4
sky130_fd_sc_hd__and3_1	388
sky130_fd_sc_hd__a21oi_1	8
sky130_fd_sc_hd__clkinv_2	7
sky130_fd_sc_hd__nand2b_1	3
sky130_fd_sc_hd__clkbuf_1	6
sky130_fd_sc_hd__buf_12	5
sky130_fd_sc_hd__clkinv_1	13
sky130_fd_sc_hd__clkbuf_16	49
sky130_fd_sc_hd__xor2_1	8
sky130_fd_sc_hd__inv_1	15
sky130_fd_sc_hd__nor2_1	13
sky130_fd_sc_hd__nand3_1	4
sky130_fd_sc_hd__buf_4	6
sky130_fd_sc_hd__dfxtp_1	20
sky130_fd_sc_hd__clkdlybuf4s50_1	392
sky130_fd_sc_hd__edfxtp_1	424
sky130_fd_sc_hd__nor4_1	3
-- cell type report --
class / count / area [sq um] / share of cell area (%)
clock buffer: 55 / 1249 / 5.489
clock inverter: 31 / 281.5 / 1.237
inverter: 15 / 56.30 / 0.2475
multi-input combinational: 508 / 3296 / 14.49
sequential: 444 / 13130 / 57.73
tap: 532 / 665.6 / 2.926
timing repair buffer: 403 / 4069 / 17.89
-- per-layer routing --
layer,wire length (um),vias up
li1,-,4751
met1,16940,5060
met2,19190,476
met3,5543,63
met4,797,2
met5,13,-
-- registers in the layout, summed over array words and instances (netlist names), 5 cells and up --
name	count
RXString	256
RXUSB.RxD_data	8
RXStringLen	5
one_char	8
RXNumber	128
RXUSB.Baud8GeneratorAcc	15
-- synthesized netlist by cell type, types with 3 or more instances --
cell,count
sky130_fd_sc_hd__edfxtp_1,424
sky130_fd_sc_hd__and3_1,388
sky130_fd_sc_hd__clkbuf_1,84
sky130_fd_sc_hd__dfxtp_1,20
sky130_fd_sc_hd__inv_1,15
sky130_fd_sc_hd__nand2_1,14
sky130_fd_sc_hd__nor2_1,13
sky130_fd_sc_hd__xnor2_1,13
sky130_fd_sc_hd__a21oi_1,9
sky130_fd_sc_hd__ha_1,9
sky130_fd_sc_hd__xor2_1,8
sky130_fd_sc_hd__and2_1,5
sky130_fd_sc_hd__buf_2,4
sky130_fd_sc_hd__nand3_1,4
sky130_fd_sc_hd__o21ai_0,4
sky130_fd_sc_hd__nand2b_1,3
sky130_fd_sc_hd__nor2b_1,3
sky130_fd_sc_hd__nor3b_1,3
sky130_fd_sc_hd__nor4_1,3
-- cells by family (layout without fill, tap and decap cells) --
logic type / after synthesis / after routing / share of synthesized area [%]
buffers and inverters: 103 / 504 / 2.332
AND-OR/OR-AND: 30 / 30 / 1.251
XOR/XNOR: 21 / 21 / 1.095
adder cells (fa/ha/maj): 9 / 9 / 0.6705
AND/OR/NAND/NOR: 446 / 446 / 16.34
flip-flops: 444 / 444 / 78.19
multiplexers: 2 / 2 / 0.1266
-- metrics by stage --
stage | instances | util [%] | setup slack [ps] | hold WS [ps] | total power, mW
4_1_cts | 1988 | 55.34 | 50090 | 410.2 | 0.5861
6_report | 1988 | 55.34 | 50140 | 407.5 | 0.5779
3_3_place_gp | 1902 | 51.62 | 50700 | 390.6 | 0.3165
2_1_floorplan | 1055 | - | 43780 | 379.4 | 0.3164
3_5_place_dp | 1902 | 51.62 | 50710 | 395.5 | 0.3165
5_1_grt | 1988 | 55.34 | 50050 | 424.9 | 0.5963
-- power by group through the flow --
stage         logic (mW)  clock network [mW]  registers, mW
CTS            0.0000802               0.276          0.310
global route   0.0000836               0.286          0.310
finish         0.0000798               0.268          0.310
Power and IR drop assume default switching activity.
