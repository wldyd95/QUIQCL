==> run.sh <==
#!/bin/bash
# OpenROAD 26Q1-2900-gdf79404cd8, Yosys 0.63+post, stock flow scripts
make -C /OpenROAD-flow-scripts/flow DESIGN_CONFIG=/design/flow/config.mk WORK_HOME=/design/flow/orfs finish
==> config.mk <==
export PLATFORM = sky130hd
export DESIGN_NAME = string_sender
export DESIGN_NICKNAME = string_sender
export VERILOG_FILES = /design/flow/design.v
export SDC_FILE = /design/flow/constraint.sdc
export NUM_CORES = 4
export LEC_CHECK = 1
export CORE_UTILIZATION = 30
==> constraint.sdc <==
current_design string_sender

set clk_period 28.1
set clk_io_pct 0.2

create_clock -name clk0 -period $clk_period [get_ports {clk}]

set non_clock_inputs [all_inputs -no_clocks]
set_input_delay [expr $clk_period * $clk_io_pct] -clock clk0 $non_clock_inputs
set_output_delay [expr $clk_period * $clk_io_pct] -clock clk0 [all_outputs]
==> design.v <==
`timescale 1ns / 1ps
module string_sender
	#(
	parameter TX_STRING_COUNT_BIT = 5,
	parameter TX_STRING_MAX_LENGTH = 32,  
	parameter TX_STRING_MAX_BIT_LENGTH = TX_STRING_MAX_LENGTH * 8,
	parameter ClkFrequency = 50000000,	 
	parameter Baud = 57600					 
	)  
	(
    input clk,
    output TxD,
    input [TX_STRING_COUNT_BIT-1:0] TXStringLen, 
    input [TX_STRING_MAX_BIT_LENGTH-1:0] TXString,
    input TXStringReady,
    input TX_ASCII_NUM,
    output reg TXStringBusy
    );
	reg [TX_STRING_COUNT_BIT-1:0] TXLen;   
	parameter TXBuffer_BIT_LENGTH = TX_STRING_MAX_BIT_LENGTH;
	reg [TXBuffer_BIT_LENGTH-1:0] TXBuffer;
	reg [8-1:0] ONE_BYTE_STR;  
    reg ASCII_First_Half;
	wire TxD_busy;
	reg TxD_start;
	async_transmitter TXUSB(.clk(clk), .TxD(TxD), .TxD_busy(TxD_busy), .TxD_start(TxD_start),
									.TxD_data(ONE_BYTE_STR));
	defparam TXUSB.ClkFrequency = ClkFrequency;
	defparam TXUSB.Baud         = Baud;
    wire [7:0] ascii_output;
    hex2ascii HEX2ASCII(.hex_input(TXBuffer[TXBuffer_BIT_LENGTH-1:TXBuffer_BIT_LENGTH-4]), .ascii_output(ascii_output));
	parameter IDLE                     = 4'h0;
	parameter ADD_TERMINATOR 	       = 4'h1;
	parameter CHAR_SHIFT 		       = 4'h2;
	parameter START_TxD 			   = 4'h3;
    parameter WAIT_FOR_TxD_BUSY        = 4'h4;
    parameter WAIT_FOR_TxD_FINISH      = 4'h5;
	parameter END_START_TxD 		   = 4'ha;
    parameter END_WAIT_FOR_TxD_BUSY    = 4'hb;
    parameter END_WAIT_FOR_TxD_FINISH  = 4'hc;
	reg [4-1:0] state;
	initial state <= IDLE;
	reg [TX_STRING_COUNT_BIT-1:0] SHIFT_COUNT;
	always @ (posedge clk)
	begin
		case (state)
			IDLE: begin
				if (TXStringReady == 0) begin
					TXStringBusy <= 1'b0;
				end
				else begin
					TXStringBusy <= 1'b1;
                    TXLen <= TXStringLen;
					TXBuffer <= TXString;
					SHIFT_COUNT <= (TX_STRING_MAX_LENGTH -TXStringLen);
					state <= CHAR_SHIFT;
				end
			end
			CHAR_SHIFT: begin
				if (SHIFT_COUNT != 0) begin 
					SHIFT_COUNT <= SHIFT_COUNT-1;
					TXBuffer <= {TXBuffer[TXBuffer_BIT_LENGTH-1-8:0], 8'h0};
				end
				else begin
                    if (TX_ASCII_NUM == 1)  TXLen <= TXLen << 1;  
                    state <= START_TxD;
				end
			end
			START_TxD: begin
			     if (TX_ASCII_NUM == 1)    ONE_BYTE_STR <= ascii_output;
                 else 			           ONE_BYTE_STR <= TXBuffer[TXBuffer_BIT_LENGTH-1:TXBuffer_BIT_LENGTH-8];
                TxD_start <= 1'b1;
                state <= WAIT_FOR_TxD_BUSY;
			end
			WAIT_FOR_TxD_BUSY: begin
				if (TxD_busy == 1'b1) begin 
					TxD_start <= 1'b0;				
					state <= WAIT_FOR_TxD_FINISH;
				end
			end
			WAIT_FOR_TxD_FINISH: begin
				if (TxD_busy == 0) begin  
					if (TXLen > 1) begin		
                        if (TX_ASCII_NUM == 1)  TXBuffer <= {TXBuffer[TXBuffer_BIT_LENGTH-1-4:0], 4'h0};
                        else                    TXBuffer <= {TXBuffer[TXBuffer_BIT_LENGTH-1-8:0], 8'h0};
                        TXLen <= TXLen -1;
                        state <= START_TxD;
					end
					else begin
					   TXBuffer[TXBuffer_BIT_LENGTH-1:TXBuffer_BIT_LENGTH-2*8] <= "\015\n";
					   TXLen <= 2;
					   state <= END_START_TxD;
					end
				end
			end
            END_START_TxD: begin
                ONE_BYTE_STR <= TXBuffer[TXBuffer_BIT_LENGTH-1:TXBuffer_BIT_LENGTH-8];
                TxD_start <= 1'b1;
                state <= END_WAIT_FOR_TxD_BUSY;
            end
            END_WAIT_FOR_TxD_BUSY: begin
                if (TxD_busy == 1'b1) begin 
                    TxD_start <= 1'b0;                
                    state <= END_WAIT_FOR_TxD_FINISH;
                end
            end
            END_WAIT_FOR_TxD_FINISH: begin
                if (TxD_busy == 0) begin  
                    if (TXLen > 1) begin        
                        TXBuffer <= {TXBuffer[TXBuffer_BIT_LENGTH-1-8:0], 8'h0};
                        TXLen <= TXLen -1;
                        state <= END_START_TxD;
                    end
                    else begin
                        state <= IDLE;
                    end
                end
            end
		endcase
	end
endmodule
module async_transmitter(clk, TxD_start, TxD_data, TxD, TxD_busy);
input clk, TxD_start;
input [7:0] TxD_data;
output TxD, TxD_busy;
parameter ClkFrequency = 25000000;	 
parameter Baud = 115200;
parameter RegisterInputData = 1;	 
parameter BaudGeneratorAccWidth = 16;
reg [BaudGeneratorAccWidth:0] BaudGeneratorAcc;
wire [BaudGeneratorAccWidth:0] BaudGeneratorInc = ((Baud<<(BaudGeneratorAccWidth-4))+(ClkFrequency>>5))/(ClkFrequency>>4);
wire BaudTick = BaudGeneratorAcc[BaudGeneratorAccWidth];
wire TxD_busy;
always @(posedge clk) if(TxD_busy) BaudGeneratorAcc <= BaudGeneratorAcc[BaudGeneratorAccWidth-1:0] + BaudGeneratorInc;
reg [3:0] state;
wire TxD_ready = (state==0);
assign TxD_busy = ~TxD_ready;
reg [7:0] TxD_dataReg;
always @(posedge clk) if(TxD_ready & TxD_start) TxD_dataReg <= TxD_data;
wire [7:0] TxD_dataD = RegisterInputData ? TxD_dataReg : TxD_data;
always @(posedge clk)
case(state)
	4'b0000: if(TxD_start) state <= 4'b0001;
	4'b0001: if(BaudTick) state <= 4'b0100;
	4'b0100: if(BaudTick) state <= 4'b1000;   
	4'b1000: if(BaudTick) state <= 4'b1001;   
	4'b1001: if(BaudTick) state <= 4'b1010;   
	4'b1010: if(BaudTick) state <= 4'b1011;   
	4'b1011: if(BaudTick) state <= 4'b1100;   
	4'b1100: if(BaudTick) state <= 4'b1101;   
	4'b1101: if(BaudTick) state <= 4'b1110;   
	4'b1110: if(BaudTick) state <= 4'b1111;   
	4'b1111: if(BaudTick) state <= 4'b0010;   
	4'b0010: if(BaudTick) state <= 4'b0011;   
	4'b0011: if(BaudTick) state <= 4'b0000;   
	default: if(BaudTick) state <= 4'b0000;
endcase
reg muxbit;
always @( * )
case(state[2:0])
	3'd0: muxbit <= TxD_dataD[0];
	3'd1: muxbit <= TxD_dataD[1];
	3'd2: muxbit <= TxD_dataD[2];
	3'd3: muxbit <= TxD_dataD[3];
	3'd4: muxbit <= TxD_dataD[4];
	3'd5: muxbit <= TxD_dataD[5];
	3'd6: muxbit <= TxD_dataD[6];
	3'd7: muxbit <= TxD_dataD[7];
endcase
reg TxD;
always @(posedge clk) TxD <= (state<4) | (state[3] & muxbit);   
endmodule
`timescale 1ns / 1ps
module hex2ascii(
    input [3:0] hex_input,
    output [7:0] ascii_output
    );
	assign ascii_output = ((hex_input < 4'hA) ? "0" : "A"-8'h0A) +{4'h0, hex_input};
endmodule
==> reports/summary.txt <==
status -> finished clean
Post-synth seq share -> 54.8%
Filler cells -> 5,296
switching part of the total -> 38.6%
Crit path required time -> 28.48 ns
Synth area leaders -> edfxtp_1 55%, a221oi_2 18%, nor2_1 11%
Placed Cells -> 2,302
Hold WC Path Type -> reg2reg
net load switching power -> 883 µW
cell accounting for the most synthesized area -> edfxtp_1
area reported by Yosys stat -> 0.0170 mm²
Seq cells post-synth -> 310
post-DP HPWL -> 30,400 µm
Cell Count, Final, Fillers Out -> 2,369
Via density -> 5.08
FF-to-FF End -> TXBuffer[127]
Setup Buffers After CTS -> 0
Clk pin slew, worst setup/hold paths -> 0.06 ns
Num Clock Sinks -> 310
combinational share of power -> 37.4%
CTS buffer count -> 37
CP Capture Point -> TXBuffer[141]
yosys stat cell total -> 1,393
Final Setup Violations -> 0
DR WL met2 -> 21,300 µm
final hold slack -> 0.418 ns
area grow syn2layout -> 24.4%
vias in the first global route -> 12,298
Root Driver -> clkbuf_16
# resized after CTS -> 0
setup TNS -> 0 ns
Post-Route M1 WL -> 19,900 µm
tool warnings -> 31
first-pass GRT wire length -> 70,100 µm
number of DRC markers in iteration 0 -> 857
type of origin of the critical path -> input port
most frequent cells in the layout -> 482 x nor2_1, 309 x edfxtp_1, 265 x clkdlybuf4s50_1, 199 x a221oi_2, 38 x clkbuf_16
clock power share -> 20.3%
WL/cell -> 19.2 µm
leakage power -> 7.30 nW
post-layout period usage -> 30.5%
routed length on met3 -> 3340 µm
First-pass DRT Iterations -> 4
max frequency -> 117 MHz
fa+ha+maj area frac -> 0.782%
RSZ-0062 raised after global routing -> false
Netlist cell types -> 68
post-synthesis simple-gate area fraction -> 14.2%
global route overflow -> 0
crit path from -> TX_ASCII_NUM
largest net degree at the start of global routing -> 160
Initial Util -> 30.6%
final hold vios -> 0
Final Core Density -> 38.0%
WP data arrival -> 8.96 ns
top routing layer used -> met4
die height -> 240 µm
routability cong. -> 0.854
final worst setup slack -> 19.52 ns
Tmin final -> 8.58 ns
Logic family by area -> AND-OR/OR-AND gates
MaxCap Viol Count -> 0
Routed WL -> 45,400 µm
Mapped Cells -> 1,393
most used logic cell in the final layout -> nor2_1
logic area -> 0.00678 mm²
dpl ws -> 19.02 ns
post-route clock skew -> 0.0300 ns
Post-Place Cell Area -> 0.0199 mm²
Critical Path End Type -> flip-flop
Worst-Margin Slew -> 0.878 ns
chip area -> 0.0575 mm²
Post-synth EDFFs -> 309
Port Buffer Count -> 265
Synth Flop Type -> edfxtp_1
GRT Overall Usage -> 16.5%
H-tree levels -> 2
synthesized cell area -> 0.0170 mm²
final-report max-slew violation count -> 0
Area leader share -> 54.7%
register area -> 0.00930 mm²
Mux area share -> 0.524%
design area -> 0.0211 mm²
sequential share of power -> 42.3%
Die X-Extent -> 240 µm
CTS tree -> yes
Post-synth ARST share -> 0%
Late-Pin Clk Latency -> 0.54 ns
yosys aoi share -> 22.9%
Tot Pwr -> 2.29 mW
PwrDens -> 109 mW/mm²
via count -> 12,030
crit-path max FO -> 106
antenna violation net count after detailed routing -> 0
yosys warns -> 2
r2r setup slk -> 23.67 ns
Worst VDD drop -> 0.0735 mV
Int Power -> 1.41 mW
Synth Area per Inst -> 12.2 µm²
WS Path Type -> in2reg
Hold-fix buffers, CTS -> 0
initial antenna violation count -> 1
Post-route DRC -> 0
Max Root-Sink Buffers -> 3
xor/xnor share -> 1.34%
num rows -> 86
core area -> 0.0555 mm²
num ports -> 266
Slew HR -> 41.5%
R2R depth -> 7
r2r startpoint -> state[0]
share of post-route cells with drive strength above 1 -> 17.8%
## critical path, cell delays in order
cell and delay (ns):
clkdlybuf4s50_1 0.42, inv_1 0.13, or3_4 0.45, buf_4 0.56
buf_12 0.61, buf_4 0.73, a221oi_1 0.20, nor2_1 0.15
## cells in the mapped netlist (3+ instances only)
| library cell | count |
|---|---|
| nor2_1 | 482 |
| edfxtp_1 | 309 |
| a221oi_2 | 199 |
| buf_2 | 59 |
| nand2_1 | 37 |
| a221oi_1 | 34 |
| clkbuf_1 | 21 |
| xnor2_1 | 20 |
| buf_6 | 17 |
| inv_1 | 17 |
| o21ai_0 | 15 |
| and3_1 | 13 |
| buf_4 | 13 |
| buf_8 | 12 |
| a21oi_1 | 11 |
| a221o_1 | 11 |
| nand3_1 | 10 |
| nor2b_1 | 10 |
| and2_1 | 9 |
| ha_1 | 9 |
| a22o_1 | 6 |
| xor2_1 | 6 |
| o311ai_1 | 5 |
| nor3_1 | 4 |
| a211oi_1 | 3 |
| a32oi_1 | 3 |
| nand4_1 | 3 |
| o2111ai_1 | 3 |
## logic make-up after synthesis
kind of cell,Yosys count
buffers and inverters,143
muxes,6
adders and majority gates,10
AOI/OAI and AO/OA,313
xor gates and xnor gates,26
and+or+nand+nor,585
DFF,310
## worst min path at each step
| stage | slack (ns) | cells after the start | to | startpoint |
|---|---|---|---|---|
| 4_1_cts | 0.42 | 0 | TXUSB.TxD_dataReg[6] | ONE_BYTE_STR[6] |
| 5_1_grt | 0.44 | 0 | TXUSB.TxD_dataReg[2] | ONE_BYTE_STR[2] |
| 6_report | 0.42 | 0 | TXUSB.TxD_dataReg[6] | ONE_BYTE_STR[6] |
## layer usage
metal | up-vias | global-route usage (%)
met1 | 5871 | 24.6
li1 | 5763 | -
met4 | 0 | 2.91
met3 | 48 | 4.98
met5 | - | 0
met2 | 348 | 25.1
## power by group through the flow
stage / combinational (mW) / sequential [mW] / clock (mW)
after CTS: 0.869 / 0.971 / 0.480
after global routing: 0.955 / 0.995 / 0.494
final: 0.857 / 0.970 / 0.464
## registers in the layout, summed over array words and instances, names as in the netlist
register,count
SHIFT_COUNT,5
ONE_BYTE_STR,8
TXLen,5
state,4
TXBuffer,256
TxD_start,1
TXUSB.state,4
TXUSB.BaudGeneratorAcc,17
TXUSB.TxD,1
TXUSB.TxD_dataReg,8
TXStringBusy,1
## area by class of cell
| cell class | count | share of cell area, % |
|---|---|---|
| Antenna cell | 1 | 0.0119 |
| Inverter | 18 | 0.320 |
| Timing Repair Buffer | 286 | 13.5 |
| Sequential cell | 310 | 44.1 |
| Multi-Input combinational cell | 940 | 32.1 |
| Tap cell | 748 | 4.43 |
| Clock buffer | 54 | 4.93 |
| Clock inverter | 12 | 0.593 |
Power and IR drop assume default switching activity.
